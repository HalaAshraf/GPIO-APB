File: run.sh
#!/bin/bash
# OpenROAD 26Q1-2900-gdf79404cd8, Yosys 0.63+post, stock flow scripts
make -C /OpenROAD-flow-scripts/flow DESIGN_CONFIG=/design/flow/config.mk WORK_HOME=/design/flow/orfs finish
File: config.mk
export PLATFORM = sky130hd
export DESIGN_NAME = APB_GPIO_Interface
export DESIGN_NICKNAME = APB_GPIO_Interface
export VERILOG_FILES = /design/flow/design.v
export SDC_FILE = /design/flow/constraint.sdc
export NUM_CORES = 4
export LEC_CHECK = 1
export CORE_AREA = 10 10 70 70
export DIE_AREA = 0 0 80 80
File: constraint.sdc
current_design APB_GPIO_Interface

set clk_period 1.9
set clk_io_pct 0.2

create_clock -name clk0 -period $clk_period [get_ports {PCLK}]

set non_clock_inputs [all_inputs -no_clocks]
set_input_delay [expr $clk_period * $clk_io_pct] -clock clk0 $non_clock_inputs
set_output_delay [expr $clk_period * $clk_io_pct] -clock clk0 [all_outputs]
File: design.v
module APB(PCLK,PREADY,PRESETn,PENABLE,PADDR,PSEL,transfer,current_state,PWDATA_master,PWDATA,PADDR_master,PWRITE_master,PWRITE,PRDATA_master,PRDATA);
input PCLK,PREADY,PRESETn,transfer;
input PWRITE_master;
output reg PWRITE;
output reg PENABLE,PSEL;
output reg [7:0] PWDATA,PRDATA_master;
input[7:0] PRDATA;
input[7:0] PWDATA_master;
input [3:0] PADDR_master;
output reg [3:0] PADDR;
localparam IDLE=2'b00,SETUP=2'b01,ACCESS= 2'b10;
output reg [1:0] current_state = IDLE;
reg [1:0] next_state = IDLE;
always @(posedge PCLK or negedge PRESETn)
begin
	if(!PRESETn)
		current_state <= IDLE;
	else
		current_state <= next_state;
end
always @(posedge PCLK)
begin
	PWRITE = PWRITE_master;
	case(current_state)
		IDLE: begin
			PSEL = 0;
			PENABLE = 0;
			if(transfer)
				next_state = SETUP;
		 	end
		SETUP: begin
			PENABLE = 0;
			PADDR = PADDR_master;
			if(PWRITE_master) begin
					PWDATA = PWDATA_master;
			end
			if(transfer) 
				begin
				PSEL = 1;
				next_state = ACCESS;
				end
			end
		ACCESS: begin
			PENABLE = 1;
			if(PREADY & transfer) begin
				next_state = SETUP;
				if(!PWRITE_master)
					PRDATA_master = PRDATA;
			end
			else if(!PREADY)
				next_state = ACCESS;
			else if(PREADY & !transfer)
				next_state = IDLE;
			end
	endcase
end
endmodule
module GPIO 
(
  input PRESETn,PCLK,
  input PSEL,
  input PENABLE,
  input [3:0] PADDR,
  input PWRITE,
  input [7:0] PWDATA,
  output reg [7:0] PRDATA,
  output PREADY,
  input  [7:0] gpio_i,
  input [1:0] current_state,
  output reg[7:0] out_reg
);
integer n,i;
reg[7:0] mem[0:7];
localparam DIRECTION = 0, OUTPUT = 1, INPUT = 2;
localparam IDLE=2'b00,SETUP=2'b01,ACCESS= 2'b10;
reg [7:0] dir_reg=8'd0;
reg [7:0] in_reg=8'd0;
assign PREADY  = 1'b1;
always @(*)
begin
     if(current_state==ACCESS) begin
	if(PSEL & PENABLE & !PWRITE)
	begin
		PRDATA=mem[PADDR];
	end
	else if(PSEL & PENABLE & PWRITE)begin
		if(PADDR == DIRECTION)
			dir_reg = mem[PADDR];
		else if(PADDR == OUTPUT)
		begin
			for(n =0;n<8;n=n+1)
				out_reg[n] = dir_reg[n] ? mem[PADDR] : 1'bz;
		end
		else if(PADDR == INPUT)
		begin
			for(i = 0;i<8;i=i+1)
				mem[PADDR][i] = dir_reg[n]? 1'bz : gpio_i[i];
		end
	 end
	end
end
endmodule
module APB_GPIO_Interface(PCLK,PRESETn,PADDR_master,transfer,PWRITE_master,PWDATA_master,PRDATA_master,gpio_i,PENABLE,PSEL,out);
input PCLK,PRESETn,transfer;
input [7:0] gpio_i,PWDATA_master;  
input [3:0] PADDR_master;
input PWRITE_master;
output [7:0] PRDATA_master; 
output reg PENABLE,PSEL;
wire PENABLE_IN,PSEL_IN,PREADY_O,PENABLE_O,PSEL_O;
wire [1:0] current_state_in,current_state_out;
wire [7:0] PRDATA;
output reg[7:0] out;
wire[7:0] PWDATA;
wire [3:0] PADDR;
wire PWRITE;
wire PREADY;
APB apb1(.PCLK(PCLK),.PRESETn(PRESETn),.PSEL(PSEL_O),.PWDATA(PWDATA),.PWDATA_master(PWDATA_master),.PENABLE(PENABLE_OUT),.PREADY(PREADY),.current_state(current_state_out),.PADDR(PADDR),.PADDR_master(PADDR_master),.transfer(transfer),.PWRITE_master(PWRITE_master),.PWRITE(PWRITE),.PRDATA_master(PRDATA_master),.PRDATA(PRDATA));
GPIO g1( .PCLK(PCLK) ,.PENABLE(PENABLE_IN) ,.PWRITE(PWRITE),.PSEL(PSEL_IN),.PRESETn(PRESETn),.PWDATA(PWDATA),.PADDR(PADDR),.PREADY(PREADY_O),.PRDATA(PRDATA),.current_state(current_state_in),.gpio_i(gpio_i),.out_reg(out_reg));
assign PENABLE_IN = PENABLE_O;
assign PSEL_IN = PSEL_O;
assign PREADY = PREADY_O;
assign PENABLE = PENABLE_O;
assign PSEL = PSEL_O;
assign current_state_in = current_state_out;
endmodule
module gpiotb;
reg PCLK,transfer,PRESETn,PWRITE_master;
reg [3:0] PADDR_master;
reg[7:0] PWDATA_master;
reg[7:0] gpio_i;  
wire [7:0] out;
wire[7:0] PRDATA_master;
wire PENABLE,PSEL;
localparam DIRECTION = 0, OUTPUT = 1, INPUT = 2;
APB_GPIO_Interface uut(.PCLK(PCLK),.PRESETn(PRESETn),.transfer(transfer),.PWRITE_master(PWRITE_master),.PADDR_master(PADDR_master),.PWDATA_master(PWDATA_master),.gpio_i(gpio_i),.PRDATA_master(PRDATA_master),.PENABLE(PENABLE),.PSEL(PSEL),.out(out));
always #50 PCLK = ~PCLK;
initial begin
PCLK = 0;
PRESETn = 0;
transfer = 0;
PADDR_master = 0;
PWRITE_master = 0;
PWDATA_master = 0;
gpio_i = 0;
end
initial begin
PRESETn = 1;
PADDR_master = DIRECTION;
PWDATA_master = 8'd3;
PWRITE_master = 1;
transfer = 1;
#100;
transfer = 0;
#50;
PADDR_master = OUTPUT;
PWDATA_master = 8'd2;
PWRITE_master = 1;
transfer = 1;
#100;
transfer = 0;
#50;
PADDR_master = DIRECTION;
PWDATA_master = 8'd255;
PWRITE_master = 1;
transfer =1;
#100;
transfer = 0;
#50;
PADDR_master = INPUT;
gpio_i = 8'd25;
PWRITE_master = 1;
transfer = 1;
#100;
transfer = 0;
#50;
PADDR_master = INPUT;
PWRITE_master = 0;
transfer = 1;
#100;
transfer = 0;
end
endmodule
==> GITHUB_STEP_SUMMARY <==
### Flow metrics

| Metric | Value |
|---|---|
| Status | completed |
| Die ar. | 6400 µm² |
| Final WS setup | 0.508 ns |
| Total Routing Usage GR | 0.0130 |
| TritonCTS clock tree | yes |
| Net Sw Frac | 0.248 |
| Yosys cell types | 9 |
| Reg2reg start | apb1.current_state[1] |
| Cycle use final | 0.732 |
| Share of flip-flops with an asynchronous set or reset | 0.400 |
| First-pass GRT wire length | 717 µm |
| Fillers | 403 |
| CP delay by family, top | buffers and inverters |
| Top cells by area | buf_4, edfxtp_1, dfrtp_1, a21oi_1, mux2i_1 |
| Top-area cell share | 0.415 |
| Crit path arrival time | 1.01 ns |
| # port buffers | 3 |
| Inserted Diodes | 0 |
| Drt pass-1 iters | 1 |
| XORs/XNORs by Area | 0 |
| Static leakage | 0.153 nW |
| Clock buffer count from CTS | 3 |
| RSZ-0062 raised after global routing | false |
| Vias in the first global route | 190 |
| Core ar. | 3420 µm² |
| Crit path depth | 1 |
| Top cells by count, synth | buf_4, edfxtp_1, a21oi_1, dfrtp_1 |
| Dominant register cell | edfxtp_1 |
| DRC | 0 |
| Synth Cell Area | 308 µm² |
| Synth Area per Inst | 10.6 µm² |
| Critical Path RT | 1.52 ns |
| Reg power frac | 0.533 |
| Slew Viols, Final | 0 |
| Max Clock Skew | 0.00114 ns |
| Num ports | 42 |
| Hold Fails Final Rpt | 0 |
| Largest area contributor in the netlist | buf_4 |
| Layout cells sized above 1 | 0.114 |
| FA/HA/MAJ Cells, Area Fraction | 0 |
| FP Util | 0.0901 |
| Root Buffer | clkbuf_4 |
| EDFF count, synth | 3 |
| Startpoint type of the worst setup path | flop |
| Syn-to-layout area delta | 15.0% |
| WS Path Type | flop to output port |
| Via count | 148 |
| Cell breakdown of the critical path | clkdlybuf4s50_1 |
| Ys cells | 29 |
| Gp weighted congestion | 0.553 |
| Iter 0 DRT Violations | 0 |
| Final setup vio count | 0 |
| Initial antenna violation count | 0 |
| Simple-gate share of the synthesized area | 0.0407 |
| Crit path from | apb1.PSEL |
| Sum of buffers and inverters on the critical path | 1 |
| Maximum vdd drop | 0.000218 V |
| Die width | 80 µm |
| Yosys warns | 19 |
| Element type at the critical path end | output port |
| CP max FO | 1 |
| Most frequent cell after synthesis | buf_4 |
| Synth mux share | 0.0325 |
| Via density | 1.83 |
| Setup Fix Bufs, Post-CTS | 0 |
| R2R Path End | apb1.next_state[1] |
| Row cnt | 21 |
| Slowest cell on the critical path | clkdlybuf4s50_1 |
| Clock Path Buffers | 2 |
| PostCTS Resize Cnt | 0 |
| Max stage delay on crit path | 0.46 ns |
| Fin crit period | 1.39 ns |
| Pwr Density | 1180 nW/µm² |
| Combinational power share | 0.178 |
| FF/Latch Area | 140 µm² |
| Clock-pin slew on the worst setup and hold paths | 0.04 ns |
| Max Cap Viol | 0 |
| Largest net degree at the start of global routing | 5 |
| Registers, synthesis | 5 |
| GRT Residual Overflow | 0 |
| Cells after Synth | 29 |
| Die height | 80 µm |
| End of the critical path | PSEL |
| Synthesis area per yosys | 308 µm² |
| Register area share after synthesis | 0.455 |
| DPL Wire Length | 433 µm |
| Setup_tns | 0 ns |
| Clock power share | 0.289 |
| Clock Sinks | 5 |
| Hold Path Class | input port to asynchronous set/reset pin |
| Clk ins delay skew pair | 0.24 ns |
| Max Freq | 719 MHz |
| AO/OA Area Share | 0.0325 |
| Worst R2R Path Depth | 1 |
| H-tree depth | 1 |
| R2r setup slk | 0.91 ns |
| Hold buffer count at cts | 0 |
| Comb area | 96.3 µm² |
| Routed len/inst | 5.84 µm |
| Internal Power | 0.315 mW |
| ANT nets after route | 0 |
| NetSw | 0.104 mW |
| Top comb family, area | buffers and inverters |
| Routed WL | 473 µm |
| Tool warning count | 46 |
| Pre-CTS WS | 0.465 ns |
==> per-stage QoR <==
step / total power, mW / instances / util / hold WS (ns) / area, µm²
2_1_floorplan: 0.282 / 45 / - / 0.0844 / 368
3_3_place_gp: 0.299 / 77 / 0.0960 / 0.333 / 328
3_5_place_dp: 0.302 / 77 / 0.0960 / 0.334 / 328
4_1_cts: 0.425 / 81 / 0.104 / 0.299 / 354
5_1_grt: 0.453 / 81 / 0.104 / 0.292 / 354
6_report: 0.418 / 81 / 0.104 / 0.302 / 354
==> sequential cells by signal, summed over array words and instances (netlist names) <==
name	cells
apb1.current_state	2
apb1.PSEL	1
apb1.next_state	2
==> cell type report <==
type / instances / area share
Sequential cell: 5 / 0.396
Multi-Input combinational cell: 22 / 0.272
Tap cell: 46 / 0.163
Timing Repair Buffer: 3 / 0.0848
Inverter: 1 / 0.0106
Clock buffer: 4 / 0.0742
==> cells in the final DEF, fill, tap and decap left out <==
cell and instances:
conb_1 17, edfxtp_1 3, clkbuf_4 3, clkdlybuf4s50_1 3, a21oi_1 2, dfrtp_1 2
inv_1 1, mux2i_1 1, nor2b_2 1, nor2_1 1, clkbuf_1 1
==> kinds of logic after synthesis <==
| family | Yosys count |
|---|---|
| simple gates | 2 |
| other cells | 1 |
| buf+inv | 18 |
| flops | 5 |
| compound gates | 2 |
| mux | 1 |
==> metal layers <==
layer	wire length (µm)	part of all wire	track usage
met1	170	0.36	0.0121
met2	266	0.56	0.0233
met3	28	0.059	0.00795
met4	8	0.017	0.00352
met5	0	0	0
==> power groups by stage <==
stage | Combinational [mW] | Sequential [mW] | Clock [mW]
4_1_cts | 0.0770 | 0.224 | 0.125
5_1_grt | 0.0864 | 0.235 | 0.132
6_report | 0.0746 | 0.223 | 0.121
==> worst min path at each step <==
stage | endpoint | startpoint | cells after the start
CTS | apb1.current_state[1] | PRESETn | 1
finish | apb1.current_state[1] | PRESETn | 1
global route | apb1.current_state[0] | PRESETn | 1
No activity file was given, so power comes from the tool's default toggle rates.
